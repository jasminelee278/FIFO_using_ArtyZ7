==> /design/flow/run.sh <==
#!/bin/bash
# OpenROAD 26Q1-2900-gdf79404cd8, Yosys 0.63+post, stock flow scripts
make -C /OpenROAD-flow-scripts/flow DESIGN_CONFIG=/design/flow/config.mk WORK_HOME=/design/flow/orfs finish
==> /design/flow/config.mk <==
export PLATFORM = sky130hd
export DESIGN_NAME = BTL
export DESIGN_NICKNAME = BTL
export VERILOG_FILES = /design/flow/design.v
export SDC_FILE = /design/flow/constraint.sdc
export NUM_CORES = 4
export LEC_CHECK = 1
export CORE_UTILIZATION = 40
==> /design/flow/constraint.sdc <==
current_design BTL

set clk_period 3.2
set clk_io_pct 0.2

create_clock -name clk0 -period $clk_period [get_ports {clk}]

set non_clock_inputs [all_inputs -no_clocks]
set_input_delay [expr $clk_period * $clk_io_pct] -clock clk0 $non_clock_inputs
set_output_delay [expr $clk_period * $clk_io_pct] -clock clk0 [all_outputs]
==> /design/flow/design.v <==
`timescale 1ns / 1ps
module BTL(
  input wire clk,  
  input wire rst,  
  input wire wr_en,  
  input wire rd_en,  
  input wire [7:0] data_in,  
  output reg [7:0] data_out,  
  output reg empty,  
  output reg full  
    );
parameter DEPTH = 8;
reg [7:0] mem [0 : DEPTH - 1];
reg [2:0] rd_idx = 0;
reg [2:0] wr_idx = 0;
always @(*) begin
  empty = (wr_idx == rd_idx);
  full = ((wr_idx + 1) % DEPTH == rd_idx);
end
always @(posedge clk) begin
  if (rst) begin
    wr_idx <= 0;
  end
  else if (wr_en && !full) begin
    mem[wr_idx] <= data_in;
    wr_idx <= (wr_idx + 1) % DEPTH;
  end
end
always @(posedge clk) begin
  if (rst) begin
    rd_idx <= 0;
  end
  else if (rd_en && !empty) begin
    data_out <= mem[rd_idx];
    rd_idx <= (rd_idx + 1) % DEPTH;
  end
end 
endmodule
==> out/qor.log <==
INFO  timing         fmaxAchievable=344.4MHz
INFO  clock_tree     post-cts-setup-buffers=0
INFO  critical_path  crit_slowest_cell=sky130_fd_sc_hd__xor2_1
INFO  pwr            power.static_leakage=1.251nW
INFO  critical_path  worst_ep_arrival_time=2.26ns
INFO  critical_path  critPathRequiredTime=2.56ns
INFO  synthesis      synth_top_area_share=0.6761
INFO  synthesis      yosys.area.top_type=sky130_fd_sc_hd__edfxtp_1
INFO  hold_path      hold_class=flip-flop to flip-flop
INFO  synthesis      synth_stat.cells=184
INFO  global_route   antenna_found_initial=0
INFO  floorplan      row_count=32
INFO  critical_path  timing.reg2reg.worst_path_depth=5
INFO  floorplan      die_height=91.42um
INFO  pwr            clockPowerShare=0.301
INFO  finish         syn2layout_area_growth=18.82%
INFO  synthesis      ys_ff=78
INFO  timing         rsz0062_at_grt=no
INFO  synthesis      ys_area=0.003198mm2
INFO  clock_tree     clock_buffer_count_from_cts=9
INFO  pwr            sw_frac_of_total=0.2755
INFO  place          port_buffers=21
INFO  critical_path  crit_path_launch_type=flip-flop
INFO  synthesis      post_synth_inst_count=184
INFO  clock_tree     cts_htree_levels=3
INFO  drt            drcViolationCount=0
INFO  timing         slew-limit-headroom=0.5552
INFO  synthesis      syn-mean-instance-area=17.38um2
INFO  synthesis      synth-edff-count=72
INFO  place          post_dp_cell_area=0.003571mm2
INFO  finish         final_design_area_no_fill=0.003800mm2
INFO  pwr            seqPwrFrac=0.462
INFO  global_route   grt_first_pass_wirelength=8.983mm
INFO  floorplan      coreArea=0.007727mm2
INFO  pwr            vdd.ir_drop.worst=0.2688mV
INFO  floorplan      floorplan.core_util=0.4139
INFO  flow_run       max_cap_viol_count=0
INFO  timing         setup_total_negative_slack=0ns
INFO  drt            vias=1672
INFO  drt            post_drt_wl_per_cell=17.30um
INFO  clock_tree     cts_tree=done
INFO  synthesis      post_synth_most_frequent_cells=72 x sky130_fd_sc_hd__edfxtp_1, 30 x sky130_fd_sc_hd__nand2_1, 16 x sky130_fd_sc_hd__mux4_2
INFO  pwr            power.density_cell_area=728.0mW/mm2
INFO  clock_tree     post_cts_resized=0
INFO  drt            drt_first_pass_iters=4
INFO  drt            route.antenna.diode_count=0
INFO  timing         max_slew.worst_pin.slew=0.6650ns
INFO  critical_path  timing_worst_setup_path_type=flip-flop to primary output
INFO  global_route   grt_remaining_overflow=0
INFO  pwr            p_int=2.004mW
INFO  timing         final_max_slew_viol_count=0
INFO  critical_path  timing.critical_path.fanout_max=9
INFO  critical_path  critical_path.cell_chain=ha_1 -> xor2_1 -> nor3_1 -> clkdlybuf4s50_1
INFO  floorplan      chip_area=0.008357mm2
INFO  global_route   grt_util_met2=0.2218
INFO  timing         timing.final.hold_violations=0
INFO  synthesis      yosys_warnings=1
INFO  clock_tree     sinks_on_the_clock_net=78
INFO  synthesis      synthMostInstantiatedCell=sky130_fd_sc_hd__edfxtp_1
INFO  synthesis      syn-cell-area=0.003198mm2
INFO  floorplan      design.portCount=22
INFO  critical_path  cp_num_cells=4
INFO  clock_tree     clkLatencyLatePin=0.36ns
INFO  timing         finalSetupViolations=0
INFO  drt            detail_route.wirelength=5.622mm
INFO  global_route   busiest_layer=met1
INFO  global_route   tot_gr_track_use=0.1577
INFO  clock_tree     clockBufferDepth=2
INFO  synthesis      dominantRegCellSynth=sky130_fd_sc_hd__edfxtp_1
INFO  place          detailed_place_hpwl=3.580mm
INFO  global_route   met3_usage=0.06888
INFO  synthesis      ys_async_sr_fraction=0
INFO  run_status     status=complete, no violations
INFO  finish         drive_above_1_share=0.2108
INFO  critical_path  cp-end-kind=primary output
INFO  critical_path  critPathTopFamily=XOR/XNOR gates
INFO  clock_tree     cts.clk_slew.worst_paths=0.09ns
INFO  clock_tree     holdBufCountCts=0
INFO  drt            vias_per_cell=5.145
INFO  timing         fin_worst_skew=0.01465ns
INFO  critical_path  worstPathBufferInverterCount=1
INFO  global_route   gr-usage-met1=0.2589
INFO  global_route   first_global_vias=1670
INFO  global_route   grt_max_degree=20
INFO  synthesis      synth_sequential_area_ratio=0.7136
INFO  hold_path      min_delay_path_depth=2
INFO  drt            dr.first_iter.drc_count=72
INFO  floorplan      die_width=91.42um
INFO  synthesis      yosysUniqueCellTypes=38
INFO  drt            ant_nets=0
INFO  synthesis      top_cells_by_area=sky130_fd_sc_hd__edfxtp_1 68%, sky130_fd_sc_hd__mux4_2 11%, sky130_fd_sc_hd__dfxtp_1 3.8%, sky130_fd_sc_hd__nand2_1 3.5%, sky130_fd_sc_hd__xor2_1 1.1%
INFO  clock_tree     root_buffer=sky130_fd_sc_hd__clkbuf_8
INFO  finish         fillCellCount=636
INFO  place          gpl.final_weighted_congestion=0.7788
INFO  pwr            power.net_switching=762.2uW
INFO  flow_run       openroad.warnings=25
INFO  pwr            share_comb_of_total_power=0.237
INFO  timing         period_needed=2.903ns
INFO  critical_path  cpPeakStageDelay=0.56ns
INFO  timing         period_used_share=0.9073
[layout by cell type (no fill, tap or decap), types with 3 or more instances in the layout]
| master | instances |
|---|---|
| sky130_fd_sc_hd__buf_4 | 10 |
| sky130_fd_sc_hd__nor2_1 | 7 |
| sky130_fd_sc_hd__inv_1 | 4 |
| sky130_fd_sc_hd__or4_1 | 3 |
| sky130_fd_sc_hd__clkbuf_8 | 9 |
| sky130_fd_sc_hd__mux4_2 | 16 |
| sky130_fd_sc_hd__dfxtp_1 | 6 |
| sky130_fd_sc_hd__nand2_1 | 30 |
| sky130_fd_sc_hd__xor2_1 | 4 |
| sky130_fd_sc_hd__clkdlybuf4s50_1 | 21 |
| sky130_fd_sc_hd__edfxtp_1 | 72 |
[flip-flops by register name, indices dropped and copies added (netlist names)]
register  cells
mem          64
data_out      8
wr_idx        3
rd_idx        3
[area by class of cell]
cell class                      instances  area (um2)  share of cell area
Timing Repair Buffer                   31       285.3             0.07507
Multi-Input combinational cell         94       860.8              0.2265
Tap cell                              102       127.6             0.03359
Clock inverter                          7       105.1             0.02766
Inverter                                4       15.01            0.003951
Clock buffer                            9       123.9             0.03260
Sequential cell                        78        2282              0.6006
[path summary, 6_finish.rpt]
check / startpoint / to / slack, ns
setup / recovery: wr_idx[0] / full / 0.30
hold / removal: wr_idx[2] / wr_idx[2] / 0.59
setup reg to reg: wr_idx[0] / mem[0][0] / 0.78
hold reg to reg: wr_idx[2] / wr_idx[2] / 0.59
[stage by stage]
stage	std cells	setup WS, ns	power, mW	util	hold slack (ns)
4_1_cts	325	0.3169	2.796	0.4917	0.5854
3_3_place_gp	309	0.7339	1.961	0.4621	0.5629
5_1_grt	325	0.1604	2.913	0.4917	0.6156
6_report	325	0.2966	2.766	0.4917	0.5857
2_1_floorplan	184	0.5934	1.732	-	0.5641
3_5_place_dp	309	0.7097	1.966	0.4621	0.5784
[power by group through the flow]
| stage | clock (mW) | combinational (mW) | sequential (mW) |
|---|---|---|---|
| CTS | 0.851 | 0.667 | 1.28 |
| global route | 0.895 | 0.731 | 1.29 |
| finish | 0.834 | 0.655 | 1.28 |
[logic make-up after synthesis]
| group | count (synthesis) | share of synthesized area |
|---|---|---|
| xor gates and xnor gates | 6 | 0.02386 |
| AOI/OAI and AO/OA | 10 | 0.02895 |
| adders and majority gates | 2 | 0.007823 |
| and+or+nand+nor | 58 | 0.08725 |
| DFF | 78 | 0.7136 |
| muxes | 18 | 0.1193 |
| buffers and inverters | 12 | 0.01917 |
[worst register-to-register path, stage by stage, from the launching register on]
cell and delay [ns]:
sky130_fd_sc_hd__dfxtp_1 0.52, sky130_fd_sc_hd__ha_1 0.31, sky130_fd_sc_hd__xor2_1 0.56, sky130_fd_sc_hd__o311ai_2 0.24
sky130_fd_sc_hd__nor4_1 0.22, sky130_fd_sc_hd__buf_4 0.26
[layer usage]
metal,vias to the layer above,share of wire
li1,793,-
met1,817,0.43
met2,53,0.47
met3,9,0.079
met4,0,0.019
met5,-,0
Power figures rest on the tool's default switching activity, not on a simulated workload.
