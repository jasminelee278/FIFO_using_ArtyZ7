===== flow/config.mk =====
export PLATFORM = sky130hd
export DESIGN_NAME = BTL_board
export DESIGN_NICKNAME = BTL_board
export VERILOG_FILES = /design/flow/design.v
export SDC_FILE = /design/flow/constraint.sdc
export NUM_CORES = 4
export LEC_CHECK = 1
export CORE_UTILIZATION = 40

===== flow/constraint.sdc =====
current_design BTL_board

set clk_period 5.4
set clk_io_pct 0.2

create_clock -name clk0 -period $clk_period [get_ports {clk}]

set non_clock_inputs [all_inputs -no_clocks]
set_input_delay [expr $clk_period * $clk_io_pct] -clock clk0 $non_clock_inputs
set_output_delay [expr $clk_period * $clk_io_pct] -clock clk0 [all_outputs]

===== flow/design.v =====
`timescale 1ns / 1ps
module BTL_board(
  input wire clk,  
  input wire rst,  
  input wire data_1b_in,  
  input wire wr_en,  
  input wire rd_en,  
  output wire temp_clk,  
  output reg data_1b_out,  
  output reg empty,  
  output reg full  
    );
reg [2:0] rd_idx = 0;
reg [2:0] wr_idx = 0;
longer_clk A(clk, temp_clk);
parameter DEPTH = 8;
reg mem [0 : (DEPTH - 1)];
always @(*) begin
  empty = (wr_idx == rd_idx);
  full = ((wr_idx + 1) % DEPTH == rd_idx);
end
always @(posedge temp_clk) begin
        if (rst) begin
            wr_idx <= 0;
        end
        else if (wr_en && !full) begin
            mem[wr_idx] <= data_1b_in;
            wr_idx <= (wr_idx + 1) % DEPTH;
        end
end
always @(posedge temp_clk) begin
        if (rst) begin
                rd_idx <= 0;
        end
        else if (rd_en && !empty) begin
            data_1b_out <= mem[rd_idx];
            rd_idx <= (rd_idx + 1) % DEPTH;
        end
end
endmodule
`timescale 1ns / 1ps
module longer_clk(clk, new_clk);
input clk;
output reg new_clk = 0;
parameter freq = 125000000;
reg [31:0] counter = 0;
always @(posedge clk) begin
	if (counter == freq - 1)
	   begin
	       new_clk <= ~new_clk;
	       counter <= 0;  
	   end
    else
        begin
            counter <= counter + 1;  
        end
end	   
endmodule

===== flow/run.sh =====
#!/bin/bash
# OpenROAD 26Q1-2900-gdf79404cd8, Yosys 0.63+post, stock flow scripts
make -C /OpenROAD-flow-scripts/flow DESIGN_CONFIG=/design/flow/config.mk WORK_HOME=/design/flow/orfs finish

==> impl.org <==
* Implementation run

** Logic synthesis
- For reference, the post-synthesis area per instance comes to 9.84 um2.
- Share of synthesized area occupied by flip-flops and latches :: 45.9%
- Summed over its instances, the top area cell type makes up 32.9% of the synthesized netlist area.
- Count of unique library cells instantiated by Yosys :: 45
- Among all flip-flop cells after synthesis, the most frequent one is sky130_fd_sc_hd__dfxtp_1.
- In the synthesized netlist, the number of instances is 235.
- Synth async-reset ratio :: 0%
- Count of flip-flops with a built-in enable after synthesis :: 10
- The cell area that synthesis handed to floorplanning was 2310 um2.
- Yosys stat chip area :: 2310 um2
- Largest area contributor in the netlist :: sky130_fd_sc_hd__dfxtp_1
- The main area contributors are sky130_fd_sc_hd__dfxtp_1 (33%), sky130_fd_sc_hd__edfxtp_1 (13%), sky130_fd_sc_hd__xnor2_1 (5.3%).
- The synthesized netlist was found by Yosys to have 235 cells.
- Post-synthesis sequential element count :: 48
- The synthesis report lists the Yosys warning total as 2.

** STA
- 27 endpoints have no timing constraint.
- Across all hold checks on the routed design, the worst slack comes to 0.458 ns.
- The highest clock rate this design can be run at is 0.396 GHz.
- The timer found 15 register pins that no clock reaches; their paths are not timed.
- From the final report, the count of setup violators was given as 0.
- Hold Vio Cnt, Final :: 0
- Unrepaired setup endpoints after global routing :: no
- Final critical delay including setup and external delays :: 2.53 ns
- The worst pin sits at a relative slew slack of 36.7%.
- Fin Setup TNS :: 0 ns
- The transition time recorded at the tightest slew-check pin is 0.941 ns.
- The clock arrives with 0.00504 ns of skew.
- Max-slew violation count :: 0
- Final worst-path cycle share :: 46.8%

** Worst hold path
- Hold WC Path Type :: register to register
- Worst hold path cell count :: 1

** Clock network
- Clock buffer count from CTS :: 5
- Buffer cell driving the clock tree root :: sky130_fd_sc_hd__clkbuf_8
- On the worst setup and hold paths after CTS, the clock-pin slew comes to 0.06 ns.
- For the worst-skew pair, the clock arrives at the later sink with an insertion delay of 0.28 ns.
- Clock tree from TritonCTS :: done
- Maximum count of clock buffers along a single path :: 2
- In this run the number of H-tree levels came out at 2.
- The report lists the number of cells resized after CTS as 0.
- The number of hold buffers added after CTS was 0.
- Buffer count from post-CTS setup fixing :: 0

** Layout
- Most frequent standard cell in the layout excluding fill and tap cells :: sky130_fd_sc_hd__dfxtp_1
- Non-filler cells in the finished layout :: 318
- Fraction of layout instances using a drive strength above 1 :: 8.94%
- The most common logic cells in the final layout are sky130_fd_sc_hd__dfxtp_1 (38), sky130_fd_sc_hd__nor2_1 (17), sky130_fd_sc_hd__nand3_1 (15), sky130_fd_sc_hd__xnor2_1 (14), sky130_fd_sc_hd__nand2_1 (14).
- Layout overhead on the synthesized area :: 10.7%

** Place
- Gp weighted congestion :: 0.806
- Once detailed placement completed, the half-perimeter wirelength came to 3070 um.
- In this run, placement finished with an instance count of 311.
- In this run the tool buffered the top-level ports with 8 buffer cells.

** Detailed routing
- # diodes :: 0
- Routed wire length :: 4220 um
- Wire length per cell after detailed routing :: 13.3 um
- Once detail routing completed, the nets flagged for antenna violations numbered 0.
- Detailed router's first-iteration violation count :: 64
- In the log, the iteration count for the first detailed-route pass is 4.
- Via total after detailed routing :: 1689
- Per the detail_route report, vias per standard cell equal 5.31.
- The routed layout reports a DRC error count of 0.

** Global routing
- For this run, the total global-route usage over all layers was measured as 15.3%.
- Total congestion overflow after global routing :: 0
- Antenna violations before repair :: 0
- Global-route wire length before repair :: 7290 um
- Largest net degree at the start of global routing :: 18
- Via count of the first global-routing pass :: 1591

** Setup path
- STA classifies the critical path endpoint as an output pin.
- The required time at the worst endpoint is listed as 4.32 ns.
- Cell Chain, Critical Path :: clkdlybuf4s50_1
- Top cell family by delay on the critical path :: flip-flops
- Crit path arrival time :: 1.45 ns
- STA classifies the critical path startpoint as a register.
- Among all stages on the critical path, the largest delay is contributed by sky130_fd_sc_hd__edfxtp_1.
- Number of cells on the critical path :: 1
- Delay of the slowest cell on the worst path :: 0.63 ns
- Combined buffer and inverter count along the critical path :: 1
- The number of cells on the worst reg-to-reg path is 5.
- Setup Crit Path Kind :: register to output pin
- Critical path peak fanout :: 17

** Flow run
- In this run the tools logged warnings totalling 25.
- Count of maximum capacitance violations :: 0

** Floorplanning
- CORE AREA :: 5540 um2
- In this run the count of I/O pins placed on the die edge is 9.
- The floorplan step set the die height to 78.0 um.
- The chip occupies 6090 um2.
- Number of rows in the core area :: 27
- Die x size :: 78.0 um
- Before placement the cells fill 41.7% of the core.

** Run status
- The run finished with clean final reports.

** Pwr
- Ratio of total power to cell area :: 170 nW/um2
- Worst vdd rail ir drop :: 0.000158 V
- Leakage :: 0.929 nW
==> state kept, by name, summed over array words and instances, names as in the netlist <==
name and flops:
wr_idx 3, rd_idx 3, A.counter 32, A.new_clk 1, mem 8, data_1b_out 1
==> power by group <==
group	internal, mW	switching [mW]
clock network	0.101	0.0807
registers	0.246	0
logic	0.00410	0.00412
==> routing by layer <==
layer,share of wire (%),vias to the layer above,global-route usage (%)
li1,-,894,-
met1,51,772,24.2
met2,45,21,23.7
met3,3.3,2,2.48
met4,0.57,0,1.48
met5,0,-,0
==> cells in the mapped netlist (2+ instances only) <==
library cell	n
sky130_fd_sc_hd__mux2i_1	2
sky130_fd_sc_hd__nor4b_1	4
sky130_fd_sc_hd__a31oi_1	3
sky130_fd_sc_hd__mux4_2	2
sky130_fd_sc_hd__edfxtp_1	10
sky130_fd_sc_hd__o31ai_1	3
sky130_fd_sc_hd__or4_1	2
sky130_fd_sc_hd__xor2_1	11
sky130_fd_sc_hd__ha_1	3
sky130_fd_sc_hd__nor3_1	10
sky130_fd_sc_hd__nand3_1	15
sky130_fd_sc_hd__nor2_1	17
sky130_fd_sc_hd__inv_1	8
sky130_fd_sc_hd__xnor2_1	14
sky130_fd_sc_hd__and3_1	12
sky130_fd_sc_hd__dfxtp_1	38
sky130_fd_sc_hd__a21oi_1	10
sky130_fd_sc_hd__nor2b_1	2
sky130_fd_sc_hd__nand4_1	10
sky130_fd_sc_hd__and3_2	2
sky130_fd_sc_hd__o21ai_0	8
sky130_fd_sc_hd__a31o_2	2
sky130_fd_sc_hd__clkbuf_1	4
sky130_fd_sc_hd__nand2_1	14
sky130_fd_sc_hd__or3_1	3
sky130_fd_sc_hd__nor4_1	5
sky130_fd_sc_hd__and4_1	3
==> metrics by stage <==
stage	power [mW]	utilization (%)	worst slack [ns]	cell area, um2
finish	0.436	46.2	2.87	2560
global route	0.449	46.2	2.78	2560
CTS	0.443	46.2	2.85	2560
detailed placement	0.259	44.6	3.16	2470
global placement	0.259	44.6	3.15	2470
floorplan	0.255	-	3.65	2310
==> kinds of logic (layout without fill, tap and decap cells) <==
logic type	after synthesis	after routing	synth area share, %
buf+inv	14	25	2.33
xor+xnor	26	26	10.5
flops	48	48	45.9
compound gates	33	33	9.69
fa+ha+maj	3	3	1.62
simple gates	106	106	26.7
mux	5	5	3.30
==> worst paths after layout <==
path | from | slack (ns) | end
worst max-delay path | A.new_clk$_DFFE_PN_ | 2.87 | temp_clk
worst max register to register | A.counter[0]$_SDFF_PN0_ | 3.30 | A.counter[30]$_SDFF_PN0_
worst min-delay path | A.counter[0]$_SDFF_PN0_ | 0.46 | A.counter[0]$_SDFF_PN0_
worst min register to register | A.counter[0]$_SDFF_PN0_ | 0.46 | A.counter[0]$_SDFF_PN0_
==> cell type report <==
cell class	instances	area (um2)
clock buffer	7	86.3
fill	523	2980
inverter	8	30.0
multi-input combinational	173	1200
sequential	48	1060
tap	72	90.1
timing repair buffer	10	95.1
Power figures rest on the tool's default switching activity, not on a simulated workload.
